### ./design.v
module DFIFO (rclk, wclk, reset, data_in, put, get, data_out, empty, full); 
parameter ADDR_WIDTH = 3;
parameter DEPTH_P2 = 1 << ADDR_WIDTH;
parameter WIDTH = 8;
input [WIDTH-1:0] data_in;
input put, get, reset, rclk,wclk;  
output empty, full; 
output [WIDTH-1 :0] data_out;
reg empty,full;
reg [WIDTH-1:0]data_out;
reg [WIDTH-1:0] double_clock_fifo [DEPTH_P2-1:0];
parameter zeroes  = 4'b0000;
parameter A1_zeroes = 4'b1000;
reg [ADDR_WIDTH : 0] rd_ptr;
reg [ADDR_WIDTH : 0] wr_ptr;
wire [ADDR_WIDTH : 0] rd_ptr_ss; 
wire [ADDR_WIDTH : 0] wr_ptr_ss;
reg [ADDR_WIDTH : 0] rd_ptr_gray;
reg [ADDR_WIDTH : 0] wr_ptr_gray;
reg [ADDR_WIDTH : 0] rd_ptr_gray_s;
reg [ADDR_WIDTH : 0] rd_ptr_gray_ss;
reg [ADDR_WIDTH : 0] wr_ptr_gray_s;
reg [ADDR_WIDTH : 0] wr_ptr_gray_ss;
reg [ADDR_WIDTH : 0] next_rd_ptr;
reg [ADDR_WIDTH : 0] next_wr_ptr;
wire [ADDR_WIDTH : 0] depth_rd;
wire [ADDR_WIDTH : 0] depth_wr;
reg full_int;
reg empty_int;
assign wr_ptr_ss [3] = wr_ptr_gray_ss [3];
assign wr_ptr_ss [2] = wr_ptr_gray_ss [3] ^ wr_ptr_gray_ss [2];
assign wr_ptr_ss [1] = wr_ptr_gray_ss [3] ^ wr_ptr_gray_ss [2] ^ wr_ptr_gray_ss [1];
assign wr_ptr_ss [0] = wr_ptr_gray_ss [3] ^ wr_ptr_gray_ss [2] ^ wr_ptr_gray_ss [1] ^ wr_ptr_gray_ss [0];
assign rd_ptr_ss [3] = rd_ptr_gray_ss [3];
assign rd_ptr_ss [2] = rd_ptr_gray_ss [3] ^ rd_ptr_gray_ss [2];
assign rd_ptr_ss [1] = rd_ptr_gray_ss [3] ^ rd_ptr_gray_ss [2] ^ rd_ptr_gray_ss [1];
assign rd_ptr_ss [0] = rd_ptr_gray_ss [3] ^ rd_ptr_gray_ss [2] ^ rd_ptr_gray_ss [1] ^ rd_ptr_gray_ss [0];
assign depth_rd = wr_ptr_ss - rd_ptr;
assign depth_wr = wr_ptr - rd_ptr_ss;
always @ (depth_wr)
	begin
		if (depth_wr == 4'b1000) begin
		full_int <= 1'b1;
		end
		else begin
		full_int <= 1'b0;
		end
	end
always @ (depth_rd)
	begin
		if (depth_rd == 4'b0000) begin
		empty_int <= 1'b1; 
		end
		else begin
		empty_int <= 1'b0;
		end
	end
always @ (posedge rclk)
	begin
	if (reset == 1'b1) begin
		rd_ptr <= zeroes;
		wr_ptr_gray_s <= zeroes;
		wr_ptr_gray_ss <= zeroes;
	end
	else begin
		if ((empty_int == 1'b0) && (get == 1'b1)) begin
		data_out <= double_clock_fifo[rd_ptr[ADDR_WIDTH-1 : 0]];
		rd_ptr <= rd_ptr + 1;
		next_rd_ptr = rd_ptr + 1;
		end
		rd_ptr_gray [0] <= next_rd_ptr [0] ^ next_rd_ptr [1];
		rd_ptr_gray [1] <= next_rd_ptr [1] ^ next_rd_ptr [2];
		rd_ptr_gray [2] <= next_rd_ptr [2] ^ next_rd_ptr [3];
		rd_ptr_gray [3] <= next_rd_ptr [3];
		wr_ptr_gray_s <= wr_ptr_gray;
		wr_ptr_gray_ss <= wr_ptr_gray_s;
	end	
	empty <= empty_int;
	end	
always @ (posedge wclk)
	begin
	if (reset == 1'b1) begin
		wr_ptr <= zeroes;
		rd_ptr_gray_s <= zeroes;
		rd_ptr_gray_ss <= zeroes;
	end
	else begin
		if ((full_int == 1'b0) && (put == 1'b1)) begin
		double_clock_fifo[wr_ptr[ADDR_WIDTH-1 : 0]] <= data_in;
		wr_ptr <= wr_ptr + 1;
		next_wr_ptr = wr_ptr + 1;
		end
		wr_ptr_gray [0] <= next_wr_ptr [0] ^ next_wr_ptr [1];
		wr_ptr_gray [1] <= next_wr_ptr [1] ^ next_wr_ptr [2];
		wr_ptr_gray [2] <= next_wr_ptr [2] ^ next_wr_ptr [3];
		wr_ptr_gray [3] <= next_wr_ptr [3];
		rd_ptr_gray_s <= rd_ptr_gray;
		rd_ptr_gray_ss <= rd_ptr_gray_s;
	end	
	full <= full_int;
	end		
endmodule
### ./constraint.sdc
current_design DFIFO

set clk_period 6.2
set clk_io_pct 0.2

create_clock -name clk0 -period $clk_period [get_ports {rclk}]
create_clock -name clk1 -period $clk_period [get_ports {wclk}]

set non_clock_inputs [all_inputs -no_clocks]
set_input_delay [expr $clk_period * $clk_io_pct] -clock clk0 $non_clock_inputs
set_output_delay [expr $clk_period * $clk_io_pct] -clock clk0 [all_outputs]
### ./run.sh
#!/bin/bash
# OpenROAD 26Q1-2900-gdf79404cd8, Yosys 0.63+post, stock flow scripts
make -C /OpenROAD-flow-scripts/flow DESIGN_CONFIG=/design/flow/config.mk WORK_HOME=/design/flow/orfs finish
### ./config.mk
export PLATFORM = sky130hd
export DESIGN_NAME = DFIFO
export DESIGN_NICKNAME = DFIFO
export VERILOG_FILES = /design/flow/design.v
export SDC_FILE = /design/flow/constraint.sdc
export NUM_CORES = 4
export LEC_CHECK = 1
export CORE_UTILIZATION = 50
==> out/metrics.cfg <==
[logic_synthesis]
synth_cells = 312
syn_area_per_cell_um2 = 15.0
netlist_area_um2 = 4670
synthDistinctLibCells = 35
async_flop_share_pct = 0
yosysWarnings = 1
top_cell = edfxtp_1
ys_area_um2 = 4670
top_area_cell = edfxtp_1
edf_count = 86
yosys-top-cells-area = edfxtp_1, dfxtp_1, mux4_2
synth-main-ff-cell = edfxtp_1
ys_cells = 312
top_cell_area_share_pct = 55.3
ys_ff = 112
synth_seq_share_pct = 66.4
synthTopCellsByCount = edfxtp_1, nand2_1, dfxtp_1, xnor2_1, nor2b_1

[drt]
drt-total-wl_um = 7710
wl_per_cell_um = 16.8
dr.pass1.iters = 4
drtIter0Drc = 94
drc = 0
postRouteAntennaNets = 0
drt-vias-per-instance = 5.28
antenna_cells = 0
via_count = 2416

[power_and_ir_drop]
clock_power_share_pct = 26.5
powerDensity_nw_per_um2 = 341
p_switching_mw = 0.486
p_int_mw = 1.31
p_seq_share_pct = 51.6
p_leak_nw = 1.86
switching_share_pct = 27.0
comb_power_share_pct = 21.9
ir_worst_vdd_mv = 0.182

[layout]
combGateArea_um2 = 1460
fin_area_um2 = 5270
drive_gt1_share_pct = 14.9
areaGrowthSynthToFinish_pct = 12.8
fillers = 672
seq_area_um2 = 3100
fin_util_pct = 59.3

[critical_path]
cp_top_family = simple AND/OR/NAND/NOR gates
cp_common_cell = xnor2_1
required_ns = 6.30
reg2reg_to = next_wr_ptr[2]
arrival_ns = 3.32
reg2reg_slack_ns = 2.97
critical_path_class = flop to flop
worstPathCellList = xnor2_1 > xor2_1 > xnor2_1 > ha_1 > and3b_1 > or3_4 > a211oi_4 > nand2b_1 > mux2_1
r2r_cells = 9
cp_slowest_cell = nand2b_1
worstPathMaxFanout = 9
startpoint_type = flop
critPathBufInv = 0
reg2reg_from = rd_ptr_gray_ss[3]
critPathMaxStageDelay_ns = 0.44
worst_setup_path_end_kind = flop

[timing]
grt_setup_unrepaired = false
hold_viol_final = 0
worst_pin_slew_ns = 0.606
slew_headroom_pct = 59.4
setup_tns_ns = 0
finalClockSkew_ns = 0.0139
setup_viol = 0
drv_slew = 0

[global_routing]
antenna_found_initial = 0
grt_overflow = 0
grt_pass1_wl_um = 12500
grt_pass1_vias = 2520
grt_start_max_net_pins = 28
grt_use_total_pct = 18.6

[worst_hold_path]
worst_hold_path.num_cells = 1
hold_path_class = flop to flop
min-delay-start = rd_ptr_gray[1]
holdPathEnd = rd_ptr_gray_s[1]

[die]
dieArea_um2 = 9740
fp_util_pct = 52.6
rows = 34
core_area_um2 = 8890
ios = 23
die_x_um = 98.7
die_h_um = 98.7

[placement]
port-buffer-count = 21
dpl.hpwl_um = 5250
gp_congestion = 0.838
dpl-instance-area_um2 = 5020

[clock_network]
cts_tree = yes
post_cts_buffers = 0
cts.clk_slew.worst_paths_ns = 0.09
cts.sinks = 112
cts_hold_buf = 0
cts_resized = 0

[flow_run]
warning_count = 26
drv_cap = 0

[outcome]
status = finished clean

-- worst register-to-register path, cell delays in order (launching register included) --
cell and delay, ns:
dfxtp_1 0.41, xnor2_1 0.18, xor2_1 0.25, xnor2_1 0.16, ha_1 0.18, and3b_1 0.20, or3_4 0.40, a211oi_4 0.39
nand2b_1 0.44, mux2_1 0.36
-- through the flow --
stage               power (mW)  hold WS (ns)  worst slack [ns]  instances
floorplan                 1.23         0.414              3.16        312
global placement          1.35         0.425              2.94        438
detailed placement        1.34         0.427              2.92        438
CTS                       1.82         0.417              2.97        458
global route              1.89         0.441              2.80        458
finish                    1.80         0.421              2.97        458
-- how the worst max path moves through the flow --
stage	start	endpoint	slack, ns	depth (start not counted)
global route	rd_ptr_gray_ss[3]	next_wr_ptr[2]	2.80	9
finish	rd_ptr_gray_ss[3]	next_wr_ptr[2]	2.97	9
CTS	rd_ptr_gray_ss[3]	next_wr_ptr[2]	2.97	9
-- power groups by stage --
stage         Clock (mW)  Combinational [mW]  Sequential (mW)
CTS                0.491               0.402            0.927
global route       0.520               0.440            0.934
finish             0.477               0.394            0.927
-- cell usage in the layout, fill, tap and decap left out, drive strengths merged, types with 7 or more instances in the layout --
| master | count |
|---|---|
| edfxtp | 86 |
| nand2 | 39 |
| dfxtp | 26 |
| xnor2 | 22 |
| clkdlybuf4s50 | 21 |
| nor2b | 18 |
| mux4 | 16 |
| clkbuf | 13 |
| buf | 11 |
| o21ai | 11 |
| inv | 10 |
| xor2 | 8 |
| nor3 | 8 |
| ha | 8 |
| mux2i | 7 |
-- metal layers --
layer / GRT usage [%] / vias up / share of wire [%]
met4: 3.10 / 0 / 2.0
met1: 30.6 / 1118 / 45
li1: - / 1196 / -
met2: 25.4 / 90 / 42
met3: 9.81 / 12 / 11
met5: 0 / - / 0
-- cells by family after synthesis --
group           share of synthesized area (%)
simple gates                             10.1
buf+inv                                  2.28
mux                                      10.4
compound gates                           3.05
fa+ha+maj                                2.14
flops                                    66.4
xor+xnor                                 5.62
-- final cells by class --
type                    count  area share [%]
clock inverters             7            1.12
clock buffers              13            3.61
multi-input cells         179            27.8
flip-flops and latches    112            58.9
well taps                 108            2.56
inverters                   7           0.499
repair buffers             32            5.56
-- flip-flops by register name, indices dropped and copies added (netlist names), 4 cells and up --
register           cells
wr_ptr_gray_ss         4
next_rd_ptr            4
wr_ptr_gray_s          4
data_out               8
rd_ptr_gray_s          4
wr_ptr                 4
next_wr_ptr            4
rd_ptr                 4
double_clock_fifo     64
rd_ptr_gray_ss         4
Power and IR drop assume default switching activity.
